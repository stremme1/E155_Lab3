==> design.v <==
module keypad_debouncer (
    input  logic        clk,
    input  logic        rst_n,
    input  logic [3:0]  key_code,      
	input logic [3:0]   col,
    input  logic        key_detected,  
    output logic        key_valid,     
    output logic [3:0]  debounced_key,  
	output logic 		scan_stop
);
	logic [3:0] saved_col;
    typedef enum logic [1:0] {
        IDLE,            
        DEBOUNCING,      
        KEY_HELD         
    } debouncer_state_t;
    debouncer_state_t current_state;
    logic [19:0] debounce_cnt;
    logic [3:0]  l_key;
    localparam int DEBOUNCE_MAX = 20'd59999;  
    always_ff @(posedge clk or negedge rst_n) begin
        if (!rst_n) begin
            current_state <= IDLE;
            debounce_cnt <= 20'd0;
            l_key <= 4'b0000;
        end else begin
            case (current_state)
                IDLE: begin
                    if (key_detected && key_code != 4'b0000) begin
                        current_state <= DEBOUNCING;
                        l_key <= key_code;
                        debounce_cnt <= 20'd0;
                    end
                end
                DEBOUNCING: begin
                    if (!key_detected || key_code == 4'b0000) begin
                        current_state <= IDLE;
                    end else if (debounce_cnt >= DEBOUNCE_MAX) begin
                        current_state <= KEY_HELD;
                    end else begin
                        debounce_cnt <= debounce_cnt + 1;
                    end
                end
                KEY_HELD: begin
                    if ((col & saved_col) == 0) begin
                        current_state <= IDLE;
                    end
                end
                default: begin
                    current_state <= IDLE;
                end
            endcase
        end
    end
    always_comb begin
        case (current_state)
            IDLE: begin
                key_valid = 1'b0;
                debounced_key = 4'b0000;
                scan_stop = 1'b0;
            end
            DEBOUNCING: begin
                scan_stop = 1'b1;
                if (debounce_cnt >= DEBOUNCE_MAX) begin
                    key_valid = 1'b1;
                    debounced_key = l_key;
                end else begin
                    key_valid = 1'b0;
                    debounced_key = 4'b0000;
                end
            end
            KEY_HELD: begin
                scan_stop = 1'b1;
                key_valid = 1'b0;   
                debounced_key = 4'b0000;   
            end
            default: begin
                key_valid = 1'b0;
                debounced_key = 4'b0000;
                scan_stop = 1'b0;
            end
        endcase
    end
	always_ff @(posedge clk) begin
		if (rst_n == 0) begin
			saved_col <= 0;
		end
		else if (key_valid) begin
			saved_col <= col;
		end
		else saved_col <= saved_col;
	end
endmodule
==> run.sh <==
#!/bin/bash
# OpenROAD 26Q1-2900-gdf79404cd8, Yosys 0.63+post, stock flow scripts
make -C /OpenROAD-flow-scripts/flow DESIGN_CONFIG=/design/flow/config.mk WORK_HOME=/design/flow/orfs finish
==> config.mk <==
export PLATFORM = sky130hd
export DESIGN_NAME = keypad_debouncer
export DESIGN_NICKNAME = keypad_debouncer
export VERILOG_FILES = /design/flow/design.v
export SDC_FILE = /design/flow/constraint.sdc
export NUM_CORES = 4
export LEC_CHECK = 1
export CORE_UTILIZATION = 40
==> constraint.sdc <==
current_design keypad_debouncer

set clk_period 3.5
set clk_io_pct 0.2

create_clock -name clk0 -period $clk_period [get_ports {clk}]

set non_clock_inputs [all_inputs -no_clocks]
set_input_delay [expr $clk_period * $clk_io_pct] -clock clk0 $non_clock_inputs
set_output_delay [expr $clk_period * $clk_io_pct] -clock clk0 [all_outputs]
==> CHANGELOG.md <==
### Physical design

* Routed WL at 3530 um
* Post-synth seq share at 46.0%
* Synthesized cell area at 1650 um^2
* Largest net degree at the start of global routing at 20
* Post-synth top flop: dfrtp_1
* Global Route Usage Sum at 19.4%
* Horiz. Die Dim at 66.1 um
* # port buffers at 16
* Yosys reg bits at 31
* Routed vias at 1380
* Ys Warns at 1
* Number of logged tool warnings at 25
* Number of cells in Yosys stat at 169
* Slew Limit Headroom at 43.8%
* Critical path endpoint category: primary output
* WS Path Type: flip-flop to primary output
* Routed Antenna Nets at 0
* Pleak at 0.000833 uW
* Latency at later pin at 0.28 ns
* Core area at 3800 um^2
* Share of synthesized registers carrying an async set or reset at 87.1%
* HP Class: flip-flop to flip-flop
* M1 GR Usage at 31.5%
* Bufs on Longest Clock Path at 2
* DRC viols at 0
* Min cycle time layout at 3.21 ns
* Met3 Usage GRT at 3.15%
* Netlist cell types at 46
* Row count at 22
* Final Hold Fails at 0
* Count of final setup violators at 0
* Final Slew Violations at 0
* Status: finished clean
* Chip Area, Yosys at 1650 um^2
* Post-synthesis cell count at 169
* Sink Count at 31
* Least-Margin Pin Slew at 0.837 ns
* Max VDD drop at 332 uV
* Max Clock Freq at 311 MHz
* CTS Buf Count at 5
* M2 GR Usage at 29.0%
* Hold_buf cts at 0
* End of the worst hold path: debounce_cnt[15]$_DFFE_PN0P_
* Postcts setup bufs at 0
* Iteration tally of the first detailed-router pass at 4
* Reg-to-Reg End: debounce_cnt[6]$_DFFE_PN0P_
* Required time worst endpoint at 2.80 ns
* Initial antenna violation count at 0
* Final clock skew at 0.00487 ns
* EDFF count, synth at 0
* Worst Path Arrival at 2.51 ns
* Setup TNS at 0 ns
* P per Cell Area at 465 nW/um^2
* Clk slew on worst S/H paths at 0.06 ns
* Init Core Util at 43.3%
* GR peak layer: met1
* Antenna Cells at 0
* Global-route wire length before repair at 6290 um
* Worst Path Max Fanout at 14
* Total power draw at 902 uW
* FILL cells at 348
* Root Driver: clkbuf_8
* Ports at 17
* RSZ-0062 raised after global routing: no
* H-tree Lvls at 2
* Reg2Reg Depth at 6
* Final GP Congestion at 0.877
* Max_cap viols at 0
* Syn avg cell area at 9.74 um^2
* Layout area overhead at 17.8%
* DP HPWL at 2460 um
* Worst r2r src: debounce_cnt[0]$_DFFE_PN0P_
* Setup crit start kind: flip-flop
* GR Overflow Total at 0
* Wire per inst at 15.1 um
* WHS Path Cells at 1
* Sequential standard cell area at 757 um^2
* Vias per cell at 5.92
* Number of global-route vias before repair at 1344
* Share of cells above drive strength 1 at 10.8%
* Resized cells post-CTS at 0
* Final period util at 91.8%
* TritonCTS clock tree: done
* DR iter-0 viols at 118
* Min-delay src: debounce_cnt[15]$_DFFE_PN0P_
* Die height at 66.1 um
* R2R setup slack at 0.93 ns
* Die area at 4370 um^2
* Logic area at 838 um^2
## layout make-up
cell class / count / share of cell area (%)
clock buffers: 8 / 5.16
inverters: 2 / 0.387
multi-input cells: 126 / 43.3
flip-flops and latches: 31 / 39.1
well taps: 48 / 3.10
repair buffers: 18 / 9.04
## flip-flops by register name, summed over array words and instances (netlist names)
name / count
l_key: 4
saved_col: 4
debounce_cnt: 20
current_state: 3
## worst max-delay path by stage
stage | startpoint | to | slack (ns) | cells past startpoint
4_1_cts | debounce_cnt[0]$_DFFE_PN0P_ | debounced_key[3] | 0.29 | 6
5_1_grt | debounce_cnt[0]$_DFFE_PN0P_ | debounced_key[3] | 0.17 | 6
6_report | debounce_cnt[0]$_DFFE_PN0P_ | debounced_key[3] | 0.29 | 6
## critical path, cell delays in order (launching register included)
cell             delay, ns
dfrtp_1               0.43
ha_1                  0.25
and4_1                0.28
o311a_1               0.35
o211a_4               0.33
and2_1                0.18
clkdlybuf4s50_1       0.40
## logic make-up after synthesis
kind of cell | share of synthesized area, %
AND/OR/NAND/NOR | 25.0
AND-OR/OR-AND | 20.0
flip-flops | 46.0
buffers and inverters | 3.04
multiplexers | 5.17
adder cells (fa/ha/maj) | 0.760
## synth_stat cells, drive strengths merged (2+ instances only)
library cell | instances | area, um^2
nor4 | 2 | 12.5
and2 | 12 | 75.1
a211o | 2 | 17.5
nand4 | 5 | 31.3
a22oi | 3 | 22.5
a31oi | 4 | 25.0
inv | 2 | 7.51
dfrtp | 26 | 651
nand3 | 12 | 60.1
mux2 | 4 | 45.0
o31ai | 2 | 15.0
nand2 | 18 | 67.6
a21oi | 2 | 10.0
nor2b | 5 | 31.3
o21a | 3 | 22.5
clkbuf | 6 | 22.5
o211ai | 3 | 22.5
or2 | 2 | 12.5
a32oi | 2 | 17.5
mux2i | 4 | 40.0
o311ai | 4 | 35.0
dfxtp | 4 | 80.1
a31o | 2 | 17.5
nor2 | 4 | 15.0
o41ai | 4 | 35.0
and3 | 5 | 31.3
buf | 4 | 20.0
or4 | 2 | 18.8
nor3 | 3 | 15.0
o21ai | 5 | 25.0
## power breakdown
part	switching (uW)	internal, uW	total, uW
logic	55.4	63.3	119
clock network	129	179	308
registers	67.2	408	475
total	251	650	902
## per-layer routing
| layer | part of all wire [%] | up-vias | wire length [um] |
|---|---|---|---|
| met2 | 43 | 37 | 1520 |
| li1 | - | 675 | - |
| met1 | 50 | 661 | 1750 |
| met4 | 1.4 | 0 | 49 |
| met5 | 0 | - | 0 |
| met3 | 5.8 | 7 | 206 |
## per-stage QoR
stage | instance area (um^2) | hold slack (ns) | instances | setup slack (ns) | utilization, %
final | 1940 | 0.492 | 233 | 0.287 | 51.0
after detailed placement | 1840 | 0.473 | 225 | 0.606 | 48.4
after floorplan | 1650 | 0.404 | 169 | 1.02 | -
after global placement | 1840 | 0.471 | 225 | 0.643 | 48.4
after CTS | 1940 | 0.493 | 233 | 0.288 | 51.0
after global routing | 1940 | 0.511 | 233 | 0.170 | 51.0
## layout by cell type (no fill, tap or decap), types with 5 or more instances in the layout
cell	Yosys	final
and3_1	5	5
dfrtp_1	26	26
nand2_1	18	18
clkbuf_8	0	7
and2_1	12	12
nand4_1	5	5
nor2b_1	5	5
nand3_1	12	12
clkdlybuf4s50_1	0	16
No activity file was given, so power comes from the tool's default toggle rates.
