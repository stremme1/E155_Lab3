**config.mk**
```make
export PLATFORM = sky130hd
export DESIGN_NAME = Lab2_ES
export DESIGN_NICKNAME = Lab2_ES
export VERILOG_FILES = /design/flow/design.v
export SDC_FILE = /design/flow/constraint.sdc
export NUM_CORES = 4
export LEC_CHECK = 1
export CORE_AREA = 10 10 77 77
export DIE_AREA = 0 0 87 87
```
**run.sh**
```bash
#!/bin/bash
# OpenROAD 26Q1-2900-gdf79404cd8, Yosys 0.63+post, stock flow scripts
make -C /OpenROAD-flow-scripts/flow DESIGN_CONFIG=/design/flow/config.mk WORK_HOME=/design/flow/orfs finish
```
**design.v**
```verilog
module Lab2_ES (
    input  logic        clk,            
    input  logic        reset,          
    input  logic [3:0]  s0,             
    input  logic [3:0]  s1,             
    output logic [6:0]  seg,            
    output logic        select0,        
    output logic        select1         
);
    logic [3:0] digit_to_display;
    logic [6:0] seg_out;
    logic [15:0] mux_counter;
    logic mux_select;
    always_ff @(posedge clk or posedge reset) begin
        if (reset) begin
            mux_counter <= 16'd0;
        end else begin
            mux_counter <= mux_counter + 1;
        end
    end
    assign mux_select = mux_counter[12];
    assign digit_to_display = mux_select ? s1 : s0;
    seven_segment seg_decoder (
        .num(digit_to_display),
        .seg(seg_out)
    );
    assign seg = seg_out;
    assign select0 = ~mux_select;   
    assign select1 = mux_select;    
endmodule
module seven_segment (
    input  logic [3:0]  num,      
    output logic [6:0]  seg       
);
    always_comb begin
        unique case (num)
            4'd0: seg = 7'b1000000;  
            4'd1: seg = 7'b1111001;  
            4'd2: seg = 7'b0100100;  
            4'd3: seg = 7'b0110000;  
            4'd4: seg = 7'b0011001;  
            4'd5: seg = 7'b0010010;  
            4'd6: seg = 7'b0000010;  
            4'd7: seg = 7'b1111000;  
            4'd8: seg = 7'b0000000;  
            4'd9: seg = 7'b0010000;  
            4'd10: seg = 7'b0001000;  
            4'd11: seg = 7'b0000011;  
            4'd12: seg = 7'b1000110;  
            4'd13: seg = 7'b0100001;  
            4'd14: seg = 7'b0000110;  
            4'd15: seg = 7'b0001110;  
            default: seg = 7'b1111111;  
        endcase
    end
endmodule
```
**constraint.sdc**
```tcl
current_design Lab2_ES

set clk_period 3.3
set clk_io_pct 0.2

create_clock -name clk0 -period $clk_period [get_ports {clk}]

set non_clock_inputs [all_inputs -no_clocks]
set_input_delay [expr $clk_period * $clk_io_pct] -clock clk0 $non_clock_inputs
set_output_delay [expr $clk_period * $clk_io_pct] -clock clk0 [all_outputs]
```
==> run summary <==
Results of the implementation run.

Per STA, the worst path is made up of clkdlybuf4s50_1 -> mux2i_2 -> inv_2 -> ha_1 -> mux4_1 -> clkdlybuf4s50_1. CTS reports a maximum clock tree buffer depth of 2. The detailed-route vias per instance is 4.199. The total of warnings raised by yosys came out at 2. On met2, the global router reports a usage of 0.06596. The global-route met1 utilization came out at 0.06232. The length in cells of the worst reg-to-reg path is 4. The root cell of the clock tree is sky130_fd_sc_hd__clkbuf_8. The launch point of the worst register-to-register path is recorded as mux_counter[0]. After clock tree synthesis, the clock-pin slew on the worst setup and hold paths is 50 ps. The worst setup path startpoint is s0[1]. The die height is roughly 87 um. The total global routing overflow is 0. The gate count after technology mapping is roughly 79. The number of standard cells reported by yosys came out at 79. The count of cells resized by post-cts repair is 0. The number of remaining DRC errors is 0. The worst setup path is launched from a primary input. The row count is 24. The overall die width came out at 87 um. Yosys reports the multiplexer fraction of the synthesized area as 0.1466. The adder-cell share of the synthesized area is 0.1006.

Per the detailed-route log, wirelength across all metal layers totals between 1500 and 2000 um. The global-route wire length before repair came out at 2953 um. According to the floorplan report, the total die area is 7569 um2. The worst clock skew came out at 0.7951 ps. Summed over all nets, the switching power comes to 74.00 uW. In this run, post-CTS hold repair placed 0 buffers. The clock network fraction of total power is 0.377. The post-synthesis area per instance is 11.02 um2. The flow ran to the end, and the final reports show no timing, DRC or antenna violations. The part of the total power dissipated in sequential elements came out at 0.445.

In this run the most used layer during global routing was met2. The final worst-path cycle share came out at 0.9780. The final route contains about 660 vias. 0 antenna diodes ended up in the layout. The clock latency of the later-clocked register in the worst-skew pair is roughly 230 ps. The remaining antenna violation count after routing came out at 0. The routability-driven placement congestion ratio came out at 0.7742. TritonCTS built the clock tree. The smallest clock period supported by the final layout is computed as 3228 ps.

Summing internal, switching and leakage power gives 358.5 uW. The highest fanout seen on the critical path came out at 4. The data required time at the worst endpoint came out at 2640 ps. The final count of hold timing violations came out at 0.

In the final layout, the registers with the most flip-flops are mux_counter: 13 flops. The pin closest to its max-slew limit shows a slew of 489.2 ps. The worst slack on hold paths came out at 477.8 ps. The number of cells on the worst hold path is listed as 1. CTS added clock buffers totalling 3. In this run the tools logged warnings totalling 30. The initial cell density of the core is 0.2000. The share of total power dissipated in combinational logic is 0.178.

The routed design shows a wire length per standard cell of 11.01 um. The flow reported a cell area power density of ~300 nW/um2. The leakage component of the power came out at about 0.00052 uW.

The summed instance area of the synthesized netlist came out at between 800 and 900 um2. The worst register-to-register path has a setup slack of 2000 ps. The number of antenna violations at the first check in global routing came out at 0. The violation count after the first detailed-routing iteration came out at 13.

The endpoint type of the worst setup path is an output port. The largest net degree at the start of global routing came out at 14. The number of detailed-route iterations in the first pass came out at 3. The chip area in the Yosys report came out at around 870 um2.

The peak ir drop on the vdd network came out at 0.2556 mV. The detailed-placement wirelength estimate is 1350 um. The cell-mix breakdown from Yosys lists the compound-gate area share as 0.05460. Based on the critical path, the design can be clocked at up to approximately 310 MHz. The worst register-to-register path ends at mux_counter[8]. The number of distinct library cells after synthesis is 27.

For this design, the slowest cell found on the critical path is sky130_fd_sc_hd__mux4_1. The path class of the tightest hold or removal check is reg2reg. Following the worst setup path forward leads to its endpoint at seg[3]. The worst slew margin relative to its limit came out at 0.6735. The switching part of the total is 0.2064.

The pre-CTS setup check shows a worst slack of about 12 ps. The area growth from synthesis to layout is 36.49%. At the worst endpoint, the arrival time is 2570 ps. The sequential area share after synthesis is 0.3736. During placement, the flow inserted port buffers numbering 18. The total global routing track utilization came out at 0.04588. By startpoint and endpoint, the worst setup path is classified as in2out. The number of buffers inserted to repair setup after CTS came out at 0. The number of clock sinks came to 13.

The worst path meets setup with 72.47 ps of slack. The fraction of layout instances using a drive strength above 1 is 0.1346. The largest register by flop count is mux_counter. Looking at the clock tree report, the H-tree level count equals 1. Grouping non-sequential cells by family puts the most area in multiplexers. The max-slew violation count is 0. Max-cap violations in this run came to 0. The final setup violation count is 0. The total area inside the core boundary comes to about 4400 um2.

The number of storage elements in the synthesis netlist is 13. The internal power consumption came out at between 200 and 300 uW. The met3 routing resource usage after global routing came out at 0.02453. The boundary pin count is 19. In this run, the synthesized area fraction spent on and/or/nand/nor cells is recorded as 0.1394. The delay of the slowest cell on the worst path came out at 480 ps.

The register with the most flip-flops in the layout has 13 of them. The number of global-route vias before repair came out at 639. The xor/xnor cell area share of the yosys netlist came out at 0.1207.

Among the stages of the critical path, the cell type that occurs most often is sky130_fd_sc_hd__clkdlybuf4s50_1.
routing by layer:
metal	routed length, um	up-vias
met5	0	-
met4	0	0
met3	212	0
met2	660	21
met1	844	303
li1	-	331
synthesized netlist by cell type (all sizes together):
cell | number | area, um2
ha | 7 | 87.58
nor2 | 1 | 3.750
nor4 | 1 | 6.260
inv | 7 | 26.28
and3b | 1 | 8.760
nor3 | 2 | 10.01
mux2i | 7 | 86.33
nand2 | 5 | 18.77
dfrtp | 13 | 325.3
o31ai | 1 | 7.510
buf | 3 | 30.03
xnor2 | 7 | 61.31
nand3 | 5 | 25.02
nor2b | 1 | 6.260
nand4 | 3 | 18.77
o32ai | 1 | 8.760
mux2 | 1 | 15.01
o22ai | 2 | 12.51
a221o | 1 | 10.01
mux4 | 1 | 26.28
and2 | 1 | 6.260
and4 | 2 | 17.52
a22o | 1 | 8.760
xor2 | 5 | 43.79
power groups by stage:
| stage | Combinational, uW | Clock, uW | Sequential (uW) |
|---|---|---|---|
| 4_1_cts | 63.2 | 142 | 160 |
| 5_1_grt | 70.8 | 152 | 159 |
| 6_report | 63.7 | 135 | 160 |
logic make-up after synthesis:
logic type,Yosys count
adder cells (fa/ha/maj),7
AND-OR/OR-AND,6
XOR/XNOR,12
buffers and inverters,10
multiplexers,9
AND/OR/NAND/NOR,22
flip-flops,13
cells in the final DEF, fill, tap and decap left out, drive strengths merged:
cell	n
a221o	1
a22o	1
and2	1
and3b	1
and4	2
buf	6
clkbuf	4
clkdlybuf4s50	18
dfrtp	13
ha	7
inv	7
mux2	1
mux2i	7
mux4	1
nand2	5
nand3	5
nand4	3
nor2	1
nor2b	1
nor3	2
nor4	1
o22ai	2
o31ai	1
o32ai	1
xnor2	7
xor2	5
through the flow:
stage | cell area, um2 | utilization | setup TNS, ps | cells
detailed placement | 1131 | 0.2598 | 0 | 152
global route | 1189 | 0.2730 | -1.309 | 156
floorplan | 870.8 | - | 0 | 79
CTS | 1176 | 0.2701 | 0 | 156
global placement | 1131 | 0.2598 | 0 | 152
finish | 1189 | 0.2730 | 0 | 156
how the worst min path moves through the flow:
stage | slack (ps) | from | endpoint
global route | 500 | mux_counter[11] | mux_counter[11]
CTS | 480 | mux_counter[11] | mux_counter[11]
finish | 480 | mux_counter[11] | mux_counter[11]
area by class of cell:
cell class,count,area (um2)
inverter,7,26.28
sequential,13,325.3
timing repair buffer,24,225.2
tap,52,65.06
clock buffer,4,45.04
fill,445,3166
multi-input combinational,56,501.7
worst max-delay path: cells and delay by family:
family,cells,cell delay [ps]
buffers and inverters,3,930
multiplexers,2,740
adder cells (fa/ha/maj),1,230
No activity file was given, so power comes from the tool's default toggle rates.
