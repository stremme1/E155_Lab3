==> design/flow/config.mk <==
export PLATFORM = sky130hd
export DESIGN_NAME = keypad_scanner
export DESIGN_NICKNAME = keypad_scanner
export VERILOG_FILES = /design/flow/design.v
export SDC_FILE = /design/flow/constraint.sdc
export NUM_CORES = 4
export LEC_CHECK = 1
export CORE_AREA = 10 10 105 105
export DIE_AREA = 0 0 115 115
==> design/flow/constraint.sdc <==
current_design keypad_scanner

set clk_period 3.9
set clk_io_pct 0.2

create_clock -name clk0 -period $clk_period [get_ports {clk}]

set non_clock_inputs [all_inputs -no_clocks]
set_input_delay [expr $clk_period * $clk_io_pct] -clock clk0 $non_clock_inputs
set_output_delay [expr $clk_period * $clk_io_pct] -clock clk0 [all_outputs]
==> design/flow/design.v <==
module keypad_scanner (
    input  logic        clk,
    input  logic        rst_n,         
    output logic [3:0]  row,           
    input  logic [3:0]  col,           
    output logic [3:0]  row_idx,       
    output logic [3:0]  col_sync,      
    output logic        key_detected,   
	input logic 		scan_stop
);
    localparam int SCAN_PERIOD = 32'd5999;  
    typedef enum logic [1:0] {
        SCAN_ROW0,       
        SCAN_ROW1,       
        SCAN_ROW2,       
        SCAN_ROW3        
    } scan_state_t;
    scan_state_t current_state, next_state;
    logic [3:0] col_sync1, col_sync2;
    logic [3:0] row_sync1, row_sync2;
    logic [31:0] scan_counter;
    logic        scan_timeout;
    always_ff @(posedge clk or negedge rst_n) begin
        if (!rst_n) begin
            col_sync1 <= 4'b1111;
            col_sync2 <= 4'b1111;
            row_sync1 <= 4'b1111;
            row_sync2 <= 4'b1111;
        end else begin
            col_sync1 <= col;
            col_sync2 <= col_sync1;
            row_sync1 <= row;
            row_sync2 <= row_sync1;
        end
    end
    always_ff @(posedge clk or negedge rst_n) begin
        if (!rst_n) begin
            scan_counter <= 32'd0;
        end else begin
            if (scan_counter >= SCAN_PERIOD) begin
                scan_counter <= 32'd0;
            end else begin
                scan_counter <= scan_counter + 1;
            end
        end
    end
    assign scan_timeout = (scan_counter >= SCAN_PERIOD);
    always_ff @(posedge clk or negedge rst_n) begin
        if (!rst_n) begin
            current_state <= SCAN_ROW0;   
        end else begin
            current_state <= next_state;
        end
    end
    always_comb begin
        next_state = current_state;
        case (current_state)
            SCAN_ROW0: begin
				if (scan_stop) begin
					next_state = SCAN_ROW0;
				end
                else if (scan_timeout) begin
                    next_state = SCAN_ROW1;
                end
            end
            SCAN_ROW1: begin
				if (scan_stop) begin
					next_state = SCAN_ROW1;
				end
                else if (scan_timeout) begin
                    next_state = SCAN_ROW2;
                end
            end
            SCAN_ROW2: begin
				if (scan_stop) begin
					next_state = SCAN_ROW2;
				end
                else if (scan_timeout) begin
                    next_state = SCAN_ROW3;
                end
            end
            SCAN_ROW3: begin
				if (scan_stop) begin
					next_state = SCAN_ROW3;
				end
                else if (scan_timeout) begin
                    next_state = SCAN_ROW0;   
                end
            end
            default: begin
                next_state = SCAN_ROW0;
            end
        endcase
    end
    assign col_sync = col_sync2;
    assign key_detected = (col_sync2 != 4'b1111);
    always_comb begin
        case (current_state)
            SCAN_ROW0: row = 4'b1110;   
            SCAN_ROW1: row = 4'b1101;   
            SCAN_ROW2: row = 4'b1011;   
            SCAN_ROW3: row = 4'b0111;   
            default: row = 4'b1111;     
        endcase
    end
    always_comb begin
        case (current_state)
            SCAN_ROW0: row_idx = 4'b0001;   
            SCAN_ROW1: row_idx = 4'b0010;   
            SCAN_ROW2: row_idx = 4'b0100;   
            SCAN_ROW3: row_idx = 4'b1000;   
            default: row_idx = 4'b0000;     
        endcase
    end
endmodule
==> design/flow/run.sh <==
#!/bin/bash
# OpenROAD 26Q1-2900-gdf79404cd8, Yosys 0.63+post, stock flow scripts
make -C /OpenROAD-flow-scripts/flow DESIGN_CONFIG=/design/flow/config.mk WORK_HOME=/design/flow/orfs finish
==> results.json <==
{
  "top_cells_by_area": "dfrtp_1 (53%), dfstp_2 (14%), xnor2_1 (4.7%)",
  "io_buffers": 19,
  "place_congestion": 0.830,
  "wire_per_inst_um": 9.45,
  "finish.utilization_pct": 24.1,
  "slew_viol_final": 0,
  "area_growth_pct": 26.9,
  "grt_pass1_vias": 1001,
  "cts-root-buf": "clkbuf_8",
  "cts_resized": 0,
  "ir_drop_mv": 0.191,
  "fin_tns_setup_ns": 0,
  "yosys_warnings": 1,
  "synth_cell_types": 30,
  "drive_above_1_share_pct": 15.3,
  "drv_cap": 0,
  "routed_wl_um": 2630,
  "worst_setup_path_end_kind": "output port",
  "ys_cells": 129,
  "antenna_found_initial": 0,
  "fmax_ghz": 0.444,
  "crit_type": "reg -> out",
  "tightest_slew_ns": 0.556,
  "antenna-diode-count": 0,
  "rsz0062_at_grt": "no",
  "synth-async-reset-ratio_pct": 100,
  "arrival_ns": 1.47,
  "viasPerCell": 3.58,
  "worstPathRequired_ns": 3.12,
  "io_pins": 20,
  "regToRegEndpoint": "scan_counter[6]$_DFF_PN0_",
  "synth.most_common_cell": "dfrtp_1",
  "cp_num_buf_inv": 3,
  "tool_warnings": 25,
  "first_pass_iters": 4,
  "syn-mean-instance-area_um2": 12.9,
  "m1WireLength_um": 1260,
  "ant_nets": 0,
  "fin_skew_ns": 0.00558,
  "flop_cell": "dfrtp_1",
  "htreeDepth": 2,
  "grt_use_total_pct": 4.22,
  "hold_buffers": 0,
  "slew_headroom_pct": 62.9,
  "gr-total-overflow": 0,
  "dp_hpwl_um": 1790,
  "ys_ff": 44,
  "clkLatencyLatePin_ns": 0.29,
  "path_cells": "inv_1 -> nand3_1 -> inv_1 -> clkdlybuf4s50_1",
  "cts_tree": "yes",
  "post-cts-setup-buffers": 0,
  "critPathMostFrequentCell": "inv_1",
  "dr_total_vias": 994,
  "hold_end": "col_sync2[0]$_DFF_PN1_",
  "min_period_ns": 2.25,
  "status": "finished clean",
  "final.period_utilization_pct": 57.8,
  "syn_inst": 129,
  "crit_family": "buffers and inverters",
  "wl_met2_um": 1120,
  "ys_seq_share_pct": 66.9,
  "hold_path_depth": 0,
  "power.leakage_nw": 0.865,
  "dr.max_layer_used": "met4",
  "edf_count": 0,
  "reg2reg_slack_ns": 2.17,
  "r2r-start": "scan_counter[14]$_DFF_PN0_",
  "largest_area_cell": "dfrtp_1",
  "cts_buffers": 5,
  "critPathMaxFanout": 5,
  "powerDensity_nw_per_um2": 390,
  "hold_viol": 0,
  "wl_met3_um": 185,
  "clk_pin_slew_worst_paths_ns": 0.07,
  "worstHoldStart": "col_sync1[0]$_DFF_PN1_",
  "cp_slowest_cell": "clkdlybuf4s50_1",
  "start_kind": "flop",
  "drc": 0,
  "core_um2": 8760,
  "setup_viol": 0,
  "initial_core_util_pct": 19.0,
  "finalInstanceArea_um2": 2110,
  "dpl_cell_area_um2": 2030,
  "cp_slowest_stage_delay_ns": 0.46,
  "worstHoldPathType": "reg -> reg",
  "ys_chip_area_um2": 1660,
  "netlist_area_um2": 1660,
  "grt_max_degree": 45,
  "die_x_um": 115,
  "clock_sinks": 44,
  "r2r_cells": 4,
  "fp.dieH_um": 115,
  "yosys.area.top_type_share_pct": 52.7,
  "dr.first_iter.drc_count": 49,
  "clock_path_buffers": 2,
  "rows": 34,
  "die-area_um2": 13200,
  "common_cells": "dfrtp_1 (35), nor2_1 (13), dfstp_2 (9), nand3_1 (9), xnor2_1 (9)",
  "worstSetupStartpoint": "current_state[3]$_DFF_PN0_",
  "grt_pass1_wl_um": 4650
}
==> area by class of cell <==
class | instances | area (um^2)
Fill cell | 920 | 6650
Sequential cell | 44 | 1110
Multi-Input combinational cell | 91 | 564
Timing Repair Buffer | 20 | 193
Tap cell | 108 | 135
Clock buffer | 7 | 76.3
Inverter | 7 | 26.3
Clock inverter | 1 | 3.75
==> placed cells by master (no fill, tap or decap), types with 4 or more instances in the layout <==
master,netlist,layout
clkbuf_8,0,5
clkdlybuf4s50_1,0,18
conb_1,1,19
dfrtp_1,35,35
dfstp_2,9,9
inv_1,7,7
nand2_1,7,7
nand3_1,9,9
nor2_1,13,13
nor4_1,6,6
o2111ai_1,4,4
o311ai_1,4,4
xnor2_1,9,9
==> metrics by stage <==
step / power [W] / worst slack (ns) / cells / hold slack, ns
after global routing: 0.000870 / 1.53 / 278 / 0.360
final: 0.000823 / 1.65 / 278 / 0.356
after global placement: 0.000572 / 1.98 / 270 / 0.346
after detailed placement: 0.000572 / 1.97 / 270 / 0.347
after floorplan: 0.000517 / 2.40 / 147 / 0.345
after CTS: 0.000841 / 1.62 / 278 / 0.358
==> per-layer routing <==
metal / global-route usage [%] / up-vias
met2: 6.23 / 24
met3: 1.79 / 7
li1: - / 506
met1: 5.72 / 457
met4: 0.825 / 0
met5: 0 / -
==> worst max-delay path by stage <==
stage,end,slack (ns),cells past startpoint
CTS,row_idx[0],1.62,4
global route,row_idx[0],1.53,4
finish,row_idx[0],1.65,4
==> power by group <==
part | switching, W | internal (W)
Clock | 0.000137 | 0.000125
Combinational | 0.0000276 | 0.0000416
Sequential | 0.0000114 | 0.000481
Total | 0.000176 | 0.000647
==> worst reg2reg max path, delay by kind of cell (launching register included) <==
kind               cells  cell delay [ns]
DFF                    1             0.36
and+or+nand+nor        3             0.70
AOI/OAI and AO/OA      1             0.54
==> kinds of logic after synthesis <==
| group | Yosys count | synth area share (%) |
|---|---|---|
| AND-OR/OR-AND | 12 | 7.07 |
| AND/OR/NAND/NOR | 48 | 16.0 |
| buffers and inverters | 12 | 3.24 |
| adder cells (fa/ha/maj) | 1 | 0.752 |
| XOR/XNOR | 11 | 5.79 |
| flip-flops | 44 | 66.9 |
| other | 1 | 0.226 |
==> sequential cells by signal, indices dropped and copies added, names as in the netlist <==
register       count
current_state      4
col_sync2          4
scan_counter      32
col_sync1          4
Power and IR drop assume default switching activity.
